--- flow/run.sh ---
#!/bin/bash
# OpenROAD 26Q1-2900-gdf79404cd8, Yosys 0.63+post, stock flow scripts
make -C /OpenROAD-flow-scripts/flow DESIGN_CONFIG=/design/flow/config.mk WORK_HOME=/design/flow/orfs finish
--- flow/config.mk ---
export PLATFORM = sky130hd
export DESIGN_NAME = SPregister
export DESIGN_NICKNAME = SPregister
export VERILOG_FILES = /design/flow/design.v
export SDC_FILE = /design/flow/constraint.sdc
export NUM_CORES = 4
export LEC_CHECK = 1
export CORE_AREA = 10 10 70 70
export DIE_AREA = 0 0 80 80
--- flow/constraint.sdc ---
current_design SPregister

set clk_period 1.0
set clk_io_pct 0.2

create_clock -name clk0 -period $clk_period [get_ports {clk}]

set non_clock_inputs [all_inputs -no_clocks]
set_input_delay [expr $clk_period * $clk_io_pct] -clock clk0 $non_clock_inputs
set_output_delay [expr $clk_period * $clk_io_pct] -clock clk0 [all_outputs]
--- flow/design.v ---
module SPregister(input MOSI, clk,
						output reg[9:0] data_received);
	wire Q1, Q2, Q3, Q4;
	flipflop ff1(MOSI, clk, Q1);
	assign data_received[0] = Q1;
	flipflop ff2(Q1, clk, Q2);
	assign data_received[1] = Q2;
	flipflop ff3(Q2, clk, Q3);
	assign data_received[2] = Q3;
	flipflop ff4(Q3, clk, Q4);
	assign data_received[3] = Q4;
	flipflop ff5(Q4, clk, Q5);
	assign data_received[4] = Q5;
	flipflop ff6(Q5, clk, Q6);
	assign data_received[5] = Q6;
	flipflop ff7(Q6, clk, Q7);
	assign data_received[6] = Q7;
	flipflop ff8(Q7, clk, Q8);
	assign data_received[7] = Q8;
	flipflop ff9(Q8, clk, Q9);
	assign data_received[8] = Q9;
	flipflop ff10(Q9, clk, Q10);
	assign data_received[9] = Q10;
endmodule
module flipflop(input logic D, clk,
					 output logic Q);
		always @(posedge clk)begin
			Q <= D;
		end
endmodule
==> results_dict.tcl <==
# yosys + openroad results
set metrics [dict create \
    finalClockSkew_ps 4.44 \
    warnings 25 \
    clockBufferDepth 2 \
    clock_latency_ps 260 \
    final_cells 72 \
    max_slew_margin_pct 95.6 \
    combPwrFrac_pct 3.1 \
    pre_cts_ws_ps 8.89 \
    h-tree-depth 1 \
    critPathTopFamily "flip-flops" \
    crit_arrival_ps 740 \
    p_sw_uw 144 \
    drive_gt1_share_pct 84.6 \
    viasPerCell 1.74 \
    path_cells "clkdlybuf4s15_1" \
    finalWirelength_um 439 \
    die_w_um 80 \
    hold_viol 0 \
    tightestPinTransition_ps 65.9 \
    ys_ff 10 \
    adder_share_pct 0 \
    rows 21 \
    power_density_mw_per_mm2 2110 \
    dp.cells 68 \
    grt_max_degree 7 \
    required_ps 800 \
    grt_pass1_vias 151 \
    syn_inst 20 \
    status "finished, final reports clean" \
    finalClockPeriodUsage_pct 93.6 \
    dr.pass1.iters 2 \
    mux_share_pct 0 \
    drc_errors 0 \
    grtUsageTotal_pct 1.65 \
    ys_area_sq_um 275 \
    crit_buf_inv 1 \
    gp_congestion 0.646 \
    fp_util_pct 8.06 \
    critical_path.max_stage_delay_ps 320 \
    xor_share_pct 0 \
    logic_area_sq_um 0 \
    clkTransAtPathRegs_ps 60 \
    drv_slew 0 \
    drtIter0Drc 3 \
    antenna_cells 0 \
    worst_slack_ps 63.7 \
    top_logic_kind "buffers and inverters" \
    internal_power_uw 665 \
    crit_type "flip-flop to primary output" \
    io_buffers 11 \
    wl_per_cell_um 6.10 \
    fp.dieH_um 80 \
    synth_cell_type_count 2 \
    avgSynthCellArea_sq_um 13.8 \
    num_vias 125 \
    slowest_stage "dfxtp_2" \
    power_leakage_uw 0.000156 \
    start_kind "flip-flop" \
    setup_tns_ps 0 \
    drv_cap 0 \
    gr-total-overflow 0 \
    cts_buffers 3 \
    max_freq_ghz 1.07 \
    finalCriticalPeriod_ps 936 \
    area_growth_pct 39.1 \
    antenna_found_initial 0 \
    syn_area_sq_um 275 \
    synthAoiAreaFrac_pct 0 \
    nMultiInputCombCells 0 \
    seqPwrFrac_pct 53.4 \
    yosys_warnings 17 \
    simple_gate_area_share_pct 0 \
    worstPathMaxFanout 2 \
    ys_seq_share_pct 72.7 \
    peakVddDrop_mv 0.898 \
    core_area_sq_mm 0.00342 \
    dieArea_sq_mm 0.00640 \
    grt_pass1_wl_um 752 \
    cts-root-buf "clkbuf_4" \
    cts_tree "built" \
    postRouteAntennaNets 0 \
    yosys_cells 20 \
    pwr-share-clk_pct 43.5 \
    final-setup-viol-count 0 \
    swShare_pct 17.8 \
    cts_setup_buffers 0 \
    pin_count 12 \
    endpoint_kind "primary output" \
    cts_sinks 10 \
    rsz0062_at_grt "false" \
    min_path_type "flip-flop to flip-flop" \
]
cell families after synthesis:
family / count (synthesis)
buffers and inverters: 10
flip-flops: 10
area by class of cell:
class / count / area [sq um]
repair buffers: 12 / 77.6
flip-flops and latches: 10 / 211
well taps: 46 / 57.6
clock buffers: 4 / 36.3
fillers: 399 / 3030
per-stage QoR:
| stage | total power [uW] | util (%) | hold WS (ps) | instance area (sq um) |
|---|---|---|---|---|
| after global placement | 482 | 11.0 | 334 | 375 |
| after CTS | 836 | 12.3 | 350 | 422 |
| after detailed placement | 482 | 11.0 | 338 | 375 |
| after floorplan | 459 | - | 228 | 275 |
| after global routing | 873 | 11.2 | 356 | 383 |
| final | 809 | 11.2 | 347 | 383 |
per-layer routing:
metal	GRT usage [%]	up-vias	wire (um)	part of all wire, %
met5	0	-	0	0
met1	1.68	49	201	46
met2	1.20	14	78	18
li1	-	62	-	-
met4	0.352	0	0	0
met3	3.30	0	159	36
placed cells by master (no fill, tap or decap):
cell and count:
dfxtp_1 1, clkbuf_2 8, clkdlybuf4s50_1 1, clkbuf_8 1, dfxtp_2 9, clkdlybuf4s15_1 2
buf_4 1, clkbuf_4 3
repair_timing:
item,CTS,global route
setup endpoints to repair,10,9
pin swaps,0,0
resized,28,9
hold buffers,0,0
path summary, 6_finish.rpt:
path	slack (ps)	endpoint	cells after the start	start
min reg2reg	350	ff6.Q	0	ff5.Q
min	350	ff6.Q	0	ff5.Q
max reg2reg	460	ff4.Q	1	ff3.Q
max	60	data_received[5]	1	ff6.Q
Yosys cell counts:
master,n,area share (%)
dfxtp_1,10,73
buf_4,10,27
power by group through the flow:
stage / clock network, uW / registers [uW] / logic, uW
global route: 409 / 435 / 29.6
finish: 352 / 432 / 25.1
CTS: 369 / 433 / 34.7
Power is estimated from default activity; no workload was simulated.
